==> /design/flow/design.v <==
`timescale 1ns / 1ps
module OAHFU(
  input [31:0]ip,
  input [31:0]wt,
  input [3:0]sx1,sx2,sx3,sx4,sy1,sy2,sy3,sy4,
  input mode1,mode2,clk,
   output reg signed [15:0]y
    );
    wire  [4:0] pr1,pr2,pr3,pr4,pr5,pr6,pr7,pr8,pr9,pr10,pr11,pr12,pr13,pr14,pr15,pr16;
    wire  [8:0] m1,m2,m3,m4; 
    wire  [8:0] mux11,mux12,mux21,mux22,mux31,mux32,mux41,mux42;
    wire  [8:0] sh1,sh2,sh3,sh4;
    wire  [4:0] a11,a12,a21,a22,a31,a32,a41,a42;
    wire  [8:0] sea11,sea12,sea21,sea22,sea31,sea32,sea41,sea42;
    wire  [7:0]ps1,ps4;
    wire signed [7:0] ps1,ps2;
    wire  [7:0] a1;
    wire  [15:0] merge,mux1,mux2;
    wire  [15:0] shift;
    wire  [15:0]sea1;
    wire signed [15:0]sea2;
    rcbb uu1(ip[1:0],wt[1:0],sx1[0],sy1[0],pr1);
    rcbb uu2(ip[3:2],wt[3:2],sx1[1],sy1[1],pr2);
    rcbb uu3(ip[5:4],wt[5:4],sx1[2],sy1[2],pr3);
    rcbb uu4(ip[7:6],wt[7:6],sx1[3],sy1[3],pr4); 
    assign m1={pr4,pr1[3:0]};
    assign a11=pr4+pr1;   
    assign sea11=(pr4[4]||pr1[4])?({a11[4],a11[4],a11[4],a11[4],a11}):({4'b0000,a11});
    assign mux11= (mode1)?(m1): (sea11);
    assign a12=pr2+pr3;
    assign sea12=(pr2[4]||pr3[4])?({a12[4],a12[4],a12[4],a12[4],a12}):({4'b0000,a12});  
    assign sh1=sea12<<2;      
    assign mux12= (mode1)?(sh1): (sea12);
    assign ps1=mux11+mux12;
    rcbb uu5(ip[9:8],wt[9:8],sx2[0],sy2[0],pr5);
    rcbbsuss su1(ip[11:10],wt[11:10],sx2[1],sy2[1],pr6);
    rcbb uu6(ip[13:12],wt[13:12],sx2[2],sy2[2],pr7);
    rcbbsuss su2(ip[15:14],wt[15:14],sx2[3],sy2[3],pr8); 
    assign m2={pr8,pr5[3:0]};
    assign a21=pr8+pr5;   
    assign sea21=(pr8[4]||pr5[4])?({a21[4],a21[4],a21[4],a21[4],a21}):({4'b0000,a21});
    assign mux21= (mode1)?(m2): (sea21);
    assign a22=pr6+pr7;   
    assign sea22=(pr6[4]||pr7[4])?({a22[4],a22[4],a22[4],a22[4],a22}):({4'b0000,a22});
    assign sh2=sea22<<2;      
    assign mux22= (mode1)?(sh2): (sea22);
    assign ps2=mux21+mux22;
    rcbb uu7(ip[17:16],wt[17:16],sx3[0],sy3[0],pr9);
    rcbb uu8(ip[19:18],wt[19:18],sx3[1],sy3[1],pr10);
    rcbbusss us1(ip[21:20],wt[21:20],sx3[2],sy3[2],pr11);
    rcbbusss us2(ip[23:22],wt[23:22],sx3[3],sy3[3],pr12); 
    assign m3={pr12,pr9[3:0]};
    assign a31=pr12+pr9;   
    assign sea31=(pr12[4]||pr9[4])?({a31[4],a31[4],a31[4],a31[4],a31}):({4'b0000,a31});
    assign mux31= (mode1)?(m3): (sea31);
    assign a32=pr10+pr11;   
    assign sea32=(pr10[4]||pr11[4])?({a32[4],a32[4],a32[4],a32[4],a32}):({4'b0000,a32});
    assign sh3=sea32<<2;      
    assign mux32= (mode1)?(sh3): (sea32);
    assign ps3=mux31+mux32;
    rcbb uu9(ip[25:24],wt[25:24],sx4[0],sy4[0],pr13);
    rcbbsuss su3(ip[27:26],wt[27:26],sx4[1],sy4[1],pr14);
    rcbbusss us3(ip[29:28],wt[29:28],sx4[2],sy4[2],pr15);
    rcbbss ss1(ip[31:30],wt[31:30],sx4[3],sy4[3],pr16); 
    assign m4={pr16,pr13[3:0]};
    assign a41=pr16+pr13;   
    assign sea41=(pr16[4]||pr13[4])?({a41[4],a41[4],a41[4],a41[4],a41}):({4'b0000,a41});
    assign mux41= (mode1)?(m4): (sea41);
    assign a42=pr14+pr15;   
    assign sea42=(pr14[4]||pr15[4])?({a42[4],a42[4],a42[4],a42[4],a42}):({4'b0000,a42});
    assign sh4=sea42<<2;      
    assign mux42= (mode1)?(sh4): (sea42);
    assign ps4=mux41+mux42;
    assign merge={ps4,ps1[7:0]};
    assign a1=ps4+ps1;
    assign sea1=(ps4[7]||ps1[7])?({a1[7],a1[7],a1[7],a1[7],a1[7],a1[7],a1[7],a1[7],a1}):({8'b00000000,a1});
    assign mux1= (mode2)?(merge): (sea1);
    assign sea2=ps2+ps3;
    assign mux2= (mode2)?(shift): (sea2);
    always @(posedge clk)
    y=mux1+mux2;
    endmodule
`timescale 1ns / 1ps
module half(
    input a,
    input b,
    output sum,
    output cy
    );
    assign sum=a^b;
    assign cy=a&b;
endmodule
`timescale 1ns / 1ps
module rcbb(input [1:0]md,
  input [1:0]mr,
  input wire sx,
  input wire sy,
  output [4:0]p
    );
    wire [2:0]x,y;
    wire a,b;
    assign x=({sx&md[1],md[1:0]});
    assign y=({sy&mr[1],mr[1:0]});
    assign a=~x[2]&x[1]&x[0];
    assign b=~y[2]&y[1]&y[0];
    wire w1,w2,w3,w4;
    assign w4 = (a&b);
    assign p[0]=x[0]&y[0];
    half ha1(x[1]&y[0],x[0]&y[1],p[1],w1);   
    xor x1(w2,w1,x[1]&y[1]);
    xor x2(w3,~(x[2]&y[0]),~(x[0]&y[2]));
    xor x3(p[2],w2,w3);
    assign p[4]=(x[2]^y[2])&(x[1]|x[0])&(y[1]|y[0]);
    assign p[3] = w4 ^ p[4];
endmodule
`timescale 1ns / 1ps
module rcbbss(input [1:0]md,
  input [1:0]mr,
  input wire sx,
  input wire sy,
  output [4:0]p
    );
    wire [2:0]x,y;
    wire a,b;
    wire w1;
    assign x=({sx&md[1],md[1:0]});
    assign y=({sy&mr[1],mr[1:0]});
    assign a = (x[1])&~(x[0]);
    assign b = (y[1])&~(y[0]); 
    assign w1 = a & b; 
    assign p[0]=x[0]&y[0];
    xor x1(p[1],x[1]&y[0],x[0]&y[1]);     
    assign p[4]=(x[2]^y[2])&(x[1]|x[0])&(y[1]|y[0]);      
    assign p[3]=p[4];
    assign p[2]=w1 ^ (p[4]);
endmodule
`timescale 1ns / 1ps
module rcbbsuss(input [1:0]md,
  input [1:0]mr,
  input wire sx,
  input wire sy,
  output [4:0]p
    );
    wire [2:0]x,y;
    wire a,b,c;
    wire w1;
   assign a=x[2]&x[1]&~x[0];
   assign b=~y[2]&y[1]&y[0];
   assign c=y[2]&y[1]&~y[0];
    assign x=({sx&md[1],md[1:0]});
    assign y=({sy&mr[1],mr[1:0]});
    assign w1=(a&b)|(a&c);
    assign p[0]=x[0]&y[0];
    xor x1(p[1],x[1]&y[0],x[0]&y[1]);  
    assign p[4]=(x[2]^y[2])&(x[1]|x[0])&(y[1]|y[0]);     
    assign p[3]=p[4];
    assign p[2]=w1^(p[4]);
endmodule
`timescale 1ns / 1ps
module rcbbusss(input [1:0]md,
  input [1:0]mr,
  input wire sx,
  input wire sy,
  output [4:0]p
    );
    wire [2:0]x,y;
    wire a,b,c;
    wire w1;
   assign a=~x[2]&x[1]&x[0];
   assign b=y[2]&y[1]&~y[0];
   assign c=x[2]&x[1]&~x[0];
    assign x=({sx&md[1],md[1:0]});
    assign y=({sy&mr[1],mr[1:0]});
    assign w1 = ((a&&b)||(c&&b));
    assign p[0]=x[0]&y[0];
    xor x1(p[1],x[1]&y[0],x[0]&y[1]);  
    assign p[4]=(x[2]^y[2])&(x[1]|x[0])&(y[1]|y[0]);     
    assign p[3]=p[4];
    assign p[2]= w1 ^ (p[4]);
endmodule
==> /design/flow/run.sh <==
#!/bin/bash
# OpenROAD 26Q1-2900-gdf79404cd8, Yosys 0.63+post, stock flow scripts
make -C /OpenROAD-flow-scripts/flow DESIGN_CONFIG=/design/flow/config.mk WORK_HOME=/design/flow/orfs finish
==> /design/flow/config.mk <==
export PLATFORM = sky130hd
export DESIGN_NAME = OAHFU
export DESIGN_NICKNAME = OAHFU
export VERILOG_FILES = /design/flow/design.v
export SDC_FILE = /design/flow/constraint.sdc
export NUM_CORES = 4
export LEC_CHECK = 1
export CORE_UTILIZATION = 40
==> /design/flow/constraint.sdc <==
current_design OAHFU

set clk_period 13.2
set clk_io_pct 0.2

create_clock -name clk0 -period $clk_period [get_ports {clk}]

set non_clock_inputs [all_inputs -no_clocks]
set_input_delay [expr $clk_period * $clk_io_pct] -clock clk0 $non_clock_inputs
set_output_delay [expr $clk_period * $clk_io_pct] -clock clk0 [all_outputs]
==> impl_metrics.tcl <==
# yosys + openroad results
set metrics [dict create \
    final-seq-area_um2 320 \
    fill_cells 1197 \
    critPathMaxStageDelay_ns 0.56 \
    grt_remaining_overflow 0 \
    clock-root-buffer "clkbuf_16" \
    syn-cell-area_um2 5230 \
    finalWorstPathRequiredPeriod_ns 8.53 \
    setup_violations 0 \
    use_met1_pct 27.2 \
    numCtsBuffers 3 \
    busiest_layer "met2" \
    power.share.clock_pct 6.1 \
    cp_data_required_time_ns 13.35 \
    track_usage_pct 17.4 \
    route.final.wire_length_um 11100 \
    rows 41 \
    first_iter_violations 105 \
    grt.met3_usage_pct 0.370 \
    period_used_pct 64.7 \
    worst_margin_pin_slew_ns 0.679 \
    worst_setup_path_type "in -> reg" \
    detail_route.vias_per_cell 5.00 \
    cell_int_power_w 0.000557 \
    maxCapViolations 0 \
    leakage_nw 2.97 \
    cp.arrival_ns 8.69 \
    layout.area.comb_um2 4630 \
    worstHoldPathType "in -> reg" \
    routability_congestion_estimate_from_global_placement 0.847 \
    timing.critical_path.max_delay_family "AND-OR/OR-AND gates" \
    postSynthSeqShare_pct 6.12 \
    final_layout_size_suffix_gt1_share_pct 3.42 \
    run_status "completed" \
    final_cell_mix "98 x clkdlybuf4s50_1, 95 x nand2_1, 77 x ha_1" \
    clock_sink_count 16 \
    fp_util_pct 41.3 \
    first_global_vias 4544 \
    number_of_antenna_violations_at_the_first_check_in_global_routing 0 \
    post_route_antenna_net_violation_count 0 \
    irDropWorstVdd_uv 89.6 \
    final_hold_viol_count 0 \
    cts_max_path_buffers 2 \
    layout_top_cell "clkdlybuf4s50_1" \
    power.net_switching_w 0.000480 \
    yosysCellCount 724 \
    register_bit_total_from_synthesis 16 \
    design.core.area_um2 12700 \
    dominantRegCellSynth "dfxtp_1" \
    die_h_um 116 \
    cts.repair_timing.setup_buffer_count 0 \
    power.share.sequential_pct 8.6 \
    detail_route.drc_violations 0 \
    critical_path_buf_inv_count 3 \
    global_route.usage.met2_pct 28.3 \
    yosys.area.top_type "ha_1" \
    maximum_level_of_the_cts_h_tree 1 \
    yosys_area_um2 5230 \
    critical-path-top-cell-by-count "ha_1" \
    num_io_pins 115 \
    antenna_cells_inserted 0 \
    power.combinational.fraction_pct 85.4 \
    placement.io_buffers 98 \
    die_width_um 116 \
    dr.pass1.iters 4 \
    grt_start_max_net_pins 45 \
    cts_tree "built" \
    placement.cell_area_um2 6390 \
    avgRoutedWirePerCell_um 11.2 \
    floorplan.die_area_um2 13500 \
    setup_tns_ns 0 \
    warning_count 42 \
    leading_cell_types_by_total_area_after_synthesis "ha_1 18%, xnor2_1 7.0%, nand2_1 6.8%, xor2_1 6.2%, dfxtp_1 6.1%" \
    post_synth_inst_count 724 \
    synth_area_per_cell_um2 7.23 \
    largest_register_ffs 16 \
    clk_pin_slew_worst_paths_ns 0.05 \
    synth.top_cell.area_share_pct 18.4 \
    final_area_um2 6470 \
    worst_hold_path_cells 5 \
    routed-via-count 4954 \
    power_density_over_the_cells_nw_per_um2 160 \
    detailed_place_hpwl_um 9710 \
    synthDistinctLibCells 67 \
    synth-warning-count 18 \
    max_slew_margin_pct 54.6 \
    enable_flop_cells 0 \
    worst_setup_path_start_kind "primary input" \
    critical_path_depth 26 \
    sw_frac_of_total_pct 46.3 \
    biggest_fanout_along_the_worst_timing_path 7 \
    post_cts.resized_instances 0 \
    timing_max_transition_violations_final 0 \
    first_pass_grt_wire_length_um 19500 \
    worstSetupEndpointType "register" \
    setup_repair_after_global_routing_missed_its_margin "false" \
    fraction_of_synthesis_flops_using_an_asynchronous_set_or_reset_pin_pct 0 \
    synthToLayoutAreaGrowth_pct 23.8 \
    holdBufCountCts 0 \
    critPathSlowestCell "clkdlybuf4s50_1" \
    max_freq_mhz 117 \
]
[worst min-delay path, cell delays in order]
cell and delay [ns]:
clkdlybuf4s50_1 0.40, nand2_1 0.07, xnor2_1 0.11, ha_1 0.13, ha_1 0.11
[path summary, 6_finish.rpt]
check,from,slack [ns],to
worst max-delay path,wt[31],4.67,y[13]
worst min-delay path,wt[16],3.27,y[0]
[power by group through the flow]
| stage | sequential [W] | clock, W | combinational (W) |
|---|---|---|---|
| CTS | 0.0000892 | 0.0000640 | 0.000893 |
| finish | 0.0000887 | 0.0000628 | 0.000885 |
| global route | 0.0000910 | 0.0000654 | 0.00101 |
[Yosys cell counts (11+ instances only)]
| library cell | number |
|---|---|
| nand3_1 | 12 |
| nor2_1 | 50 |
| ha_1 | 77 |
| inv_1 | 55 |
| xor2_1 | 37 |
| a21oi_1 | 55 |
| and2_1 | 23 |
| a21o_1 | 26 |
| nor2b_1 | 15 |
| mux2i_1 | 13 |
| xnor2_1 | 42 |
| o21ai_0 | 21 |
| nor3b_1 | 12 |
| fa_1 | 11 |
| o21ai_1 | 34 |
| nand2_1 | 95 |
| dfxtp_1 | 16 |
[routing by layer]
| metal | share of wire [%] | vias up |
|---|---|---|
| met2 | 43 | 69 |
| met4 | 0.44 | 0 |
| met5 | 0 | - |
| met1 | 54 | 2140 |
| li1 | - | 2741 |
| met3 | 2.5 | 4 |
[kinds of logic (layout without fill, tap and decap cells)]
family                   count (synthesis)  in the layout  synth area share (%)
XOR/XNOR                                80             80                  13.7
buffers and inverters                   69            164                  5.38
multiplexers                            23             23                  4.64
AND-OR/OR-AND                          195            195                  23.7
adder cells (fa/ha/maj)                 88             88                  22.6
flip-flops                              16             16                  6.12
AND/OR/NAND/NOR                        253            253                  23.9
[per-stage QoR]
step / hold slack [ns] / total power [W] / instances / worst slack (ns) / util [%]
after floorplan: 2.90 / 0.000757 / 724 / 5.62 / -
after global placement: 3.30 / 0.000962 / 987 / 4.47 / 50.4
after detailed placement: 3.30 / 0.000974 / 987 / 4.44 / 50.4
after CTS: 3.29 / 0.00105 / 991 / 4.67 / 51.1
after global routing: 3.32 / 0.00116 / 991 / 4.19 / 51.1
final: 3.27 / 0.00104 / 991 / 4.67 / 51.1
[layout make-up]
class / count / share of cell area [%]
Sequential cell: 16 / 4.95
Tap cell: 172 / 3.32
Multi-Input combinational cell: 639 / 71.5
Clock buffer: 4 / 1.37
Timing Repair Buffer: 100 / 15.4
Inverter: 60 / 3.48
No activity file was given, so power comes from the tool's default toggle rates.
