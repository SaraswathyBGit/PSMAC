$ cat ./run.sh
#!/bin/bash
# OpenROAD 26Q1-2900-gdf79404cd8, Yosys 0.63+post, stock flow scripts
make -C /OpenROAD-flow-scripts/flow DESIGN_CONFIG=/design/flow/config.mk WORK_HOME=/design/flow/orfs finish
$ cat ./constraint.sdc
current_design OAFU

set clk_period 9.7
set clk_io_pct 0.2

create_clock -name clk0 -period $clk_period [get_ports {clk}]

set non_clock_inputs [all_inputs -no_clocks]
set_input_delay [expr $clk_period * $clk_io_pct] -clock clk0 $non_clock_inputs
set_output_delay [expr $clk_period * $clk_io_pct] -clock clk0 [all_outputs]
$ cat ./config.mk
export PLATFORM = sky130hd
export DESIGN_NAME = OAFU
export DESIGN_NICKNAME = OAFU
export VERILOG_FILES = /design/flow/design.v
export SDC_FILE = /design/flow/constraint.sdc
export NUM_CORES = 4
export LEC_CHECK = 1
export CORE_UTILIZATION = 40
$ cat ./design.v
`timescale 1ns / 1ps
module OAFU(
  input [31:0]ip,
  input [31:0]wt,
  input [3:0]sx1,sx2,sx3,sx4,sy1,sy2,sy3,sy4,
  input mode1,mode2,clk,
   output reg signed [15:0]y
    );
    wire  [4:0] pr1,pr2,pr3,pr4,pr5,pr6,pr7,pr8,pr9,pr10,pr11,pr12,pr13,pr14,pr15,pr16;
    wire  [8:0] m1,m2,m3,m4; 
    wire  [8:0] mux11,mux12,mux21,mux22,mux31,mux32,mux41,mux42;
    wire  [8:0] sh1,sh2,sh3,sh4;
    wire  [4:0] a11,a12,a21,a22,a31,a32,a41,a42;
    wire  [8:0] sea11,sea12,sea21,sea22,sea31,sea32,sea41,sea42;
    wire  [7:0]ps1,ps4;
    wire signed [7:0] ps3,ps2;
    wire  [7:0]a1;
    wire  [15:0] merge,mux1,mux2;
    wire  [15:0] shift;
    wire  [15:0]sea1;
    wire signed [15:0]sea2;
    rcbb uu1(ip[1:0],wt[1:0],sx1[0],sy1[0],pr1);
    rcbb uu2(ip[3:2],wt[3:2],sx1[1],sy1[1],pr2);
    rcbb uu3(ip[5:4],wt[5:4],sx1[2],sy1[2],pr3);
    rcbb uu4(ip[7:6],wt[7:6],sx1[3],sy1[3],pr4); 
    assign m1={pr4,pr1[3:0]};
    assign a11=pr4+pr1;   
    assign sea11=(pr4[4]||pr1[4])?({a11[4],a11[4],a11[4],a11[4],a11}):({4'b0000,a11});
    assign mux11= (mode1)?(m1): (sea11);
    assign a12=pr2+pr3;
    assign sea12=(pr2[4]||pr3[4])?({a12[4],a12[4],a12[4],a12[4],a12}):({4'b0000,a12});  
    assign sh1=sea12<<2;      
    assign mux12= (mode1)?(sh1): (sea12);
    assign ps1=mux11+mux12;
    rcbb uu5(ip[9:8],wt[9:8],sx2[0],sy2[0],pr5);
    rcbb uu6(ip[11:10],wt[11:10],sx2[1],sy2[1],pr6);
    rcbb uu7(ip[13:12],wt[13:12],sx2[2],sy2[2],pr7);
    rcbb uu8(ip[15:14],wt[15:14],sx2[3],sy2[3],pr8); 
    assign m2={pr8,pr5[3:0]};
    assign a21=pr8+pr5;   
    assign sea21=(pr8[4]||pr5[4])?({a21[4],a21[4],a21[4],a21[4],a21}):({4'b0000,a21});
    assign mux21= (mode1)?(m2): (sea21);
    assign a22=pr6+pr7;   
    assign sea22=(pr6[4]||pr7[4])?({a22[4],a22[4],a22[4],a22[4],a22}):({4'b0000,a22});
    assign sh2=sea22<<2;      
    assign mux22= (mode1)?(sh2): (sea22);
    assign ps2=mux21+mux22;
    rcbb uu9(ip[17:16],wt[17:16],sx3[0],sy3[0],pr9);
    rcbb uu10(ip[19:18],wt[19:18],sx3[1],sy3[1],pr10);
    rcbb uu11(ip[21:20],wt[21:20],sx3[2],sy3[2],pr11);
    rcbb uu12(ip[23:22],wt[23:22],sx3[3],sy3[3],pr12); 
    assign m3={pr12,pr9[3:0]};
    assign a31=pr12+pr9;   
    assign sea31=(pr12[4]||pr9[4])?({a31[4],a31[4],a31[4],a31[4],a31}):({4'b0000,a31});
    assign mux31= (mode1)?(m3): (sea31);
    assign a32=pr10+pr11;   
    assign sea32=(pr10[4]||pr11[4])?({a32[4],a32[4],a32[4],a32[4],a32}):({4'b0000,a32});
    assign sh3=sea32<<2;      
    assign mux32= (mode1)?(sh3): (sea32);
    assign ps3=mux31+mux32;
    rcbb uu13(ip[25:24],wt[25:24],sx4[0],sy4[0],pr13);
    rcbb uu14(ip[27:26],wt[27:26],sx4[1],sy4[1],pr14);
    rcbb uu15(ip[29:28],wt[29:28],sx4[2],sy4[2],pr15);
    rcbb uu16(ip[31:30],wt[31:30],sx4[3],sy4[3],pr16); 
    assign m4={pr16,pr13[3:0]};
    assign a41=pr16+pr13;   
    assign sea41=(pr16[4]||pr13[4])?({a41[4],a41[4],a41[4],a41[4],a41}):({4'b0000,a41});
    assign mux41= (mode1)?(m4): (sea41);
    assign a42=pr14+pr15;   
    assign sea42=(pr14[4]||pr15[4])?({a42[4],a42[4],a42[4],a42[4],a42}):({4'b0000,a42});
    assign sh4=sea42<<2;      
    assign mux42= (mode1)?(sh4): (sea42);
    assign ps4=mux41+mux42;
    assign merge={ps4,ps1[7:0]};
    assign a1=ps4+ps1;
    assign sea1=(ps4[7]||ps1[7])?({a1[7],a1[7],a1[7],a1[7],a1[7],a1[7],a1[7],a1[7],a1}):({8'b00000000,a1});
    assign mux1= (mode2)?(merge): (sea1);
    assign sea2= ps2+ps3;
    assign shift=sea2<<4;
    assign mux2= (mode2)?(shift): (sea2);
    always @(posedge clk)
    y=mux1+mux2;
    endmodule
`timescale 1ns / 1ps
module half(
    input a,
    input b,
    output sum,
    output cy
    );
    assign sum=a^b;
    assign cy=a&b;
endmodule
`timescale 1ns / 1ps
module rcbb(input [1:0]md,
  input [1:0]mr,
  input wire sx,
  input wire sy,
  output [4:0]p
    );
    wire [2:0]x,y;
    wire a,b;
    assign x=({sx&md[1],md[1:0]});
    assign y=({sy&mr[1],mr[1:0]});
    assign a=~x[2]&x[1]&x[0];
    assign b=~y[2]&y[1]&y[0];
    wire w1,w2,w3,w4;
    assign w4 = (a&b);
    assign p[0]=x[0]&y[0];
    half ha1(x[1]&y[0],x[0]&y[1],p[1],w1);   
    xor x1(w2,w1,x[1]&y[1]);
    xor x2(w3,~(x[2]&y[0]),~(x[0]&y[2]));
    xor x3(p[2],w2,w3);
    assign p[4]=(x[2]^y[2])&(x[1]|x[0])&(y[1]|y[0]);
    assign p[3] = w4 ^ p[4];
endmodule
==> metrics.yaml <==
run_status:
  status: "completed"
drt:
  vias: 6132
  routed_wl_um: 14200
  route.detailed.drc: 0
  insertedDiodeCount: 0
  dr.pass1.iters: 5
  viasPerCell: 4.92
  drtIter0Drc: 228
  ant_nets: 0
  routedWlPerCell_um: 11.4
pwr:
  peakVddDrop_v: 0.000285
  internal_power_mw: 1.37
  combPwrFrac_pct: 91.2
  powerDensity_mw_per_mm2: 325
  sw_frac_of_total_pct: 48.4
  clockPowerShare_pct: 3.2
  p_sw_mw: 1.29
  p_leak_nw: 3.96
  seqPwrFrac_pct: 5.5
timing:
  final_hold_viol_count: 0
  slew_headroom_pct: 61.8
  fmax_ghz: 0.123
  final.min_clock_period_ps: 8160
  timing.final.crit_share_pct: 84.1
  setup_viol: 0
  rsz0062_at_grt: "false"
  worst_pin_slew_ps: 572
  drv_slew: 0
  fin_tns_setup_ps: 0
placed_design:
  place_hpwl_um: 12400
  gp_congestion: 0.856
  portBuffers: 114
  dp.cells: 1242
synth:
  synth_area_mm2: 0.00672
  ff_type: "dfxtp_1"
  ys_cells: 919
  avgSynthCellArea_um2: 7.32
  async_flop_share_pct: 0
  syn_inst: 919
  synth-edff-count: 0
  numSynthFlops: 16
  synth_seq_share_pct: 4.76
  ys_area_mm2: 0.00672
  synth_warnings: 1
  ys_types: 55
final_layout:
  drive_above_1_share_pct: 4.19
  fin_cells: 1246
  syn2layout_area_growth_pct: 21.8
  largest_register_ffs: 16
worst_setup_path:
  cp.required_ps: 9870
  max_stage_delay_ps: 510
  crit_slowest_cell: "clkdlybuf4s50_1"
  path_common_cell: "ha_1"
  crit_path_end_kind: "flop"
  path_class: "primary input to flop"
  startpoint_type: "primary input"
  path_max_fanout: 11
  critPathArrivalTime_ps: 8330
clock_tree:
  cts_setup_buffers: 0
  cts_max_level: 1
  root_buffer: "clkbuf_16"
  cts.path.max_buffers: 2
  cts_tree: "done"
  clkTransAtPathRegs_ps: 50
  hold_buffers: 0
  cts_resized: 0
  cts.sinks: 16
  cts_inserted_buffers: 3
floorplanning:
  chip_area_mm2: 0.0173
  io_pins: 115
  coreArea_mm2: 0.0165
  fp-row-count: 47
  fp-utilization_pct: 40.7
  die_x_um: 132
  die_h_um: 132
grt:
  grt_pass1_vias: 5860
  gr-total-overflow: 0
  grt_pass1_wl_um: 25200
  grt_max_degree: 60
  track_usage_pct: 17.1
  antenna_found_initial: 0
worst_hold_path:
  hp-class: "primary input to flop"
  holdCritStartpoint: "mode2"
  min_to: "y[0]$_DFF_P_"
  hold_path_depth: 4
run:
  tool_warnings: 25
  drv_cap: 0
-- worst max-delay path, delay by kind of cell --
kind                     cells  cell delay [ps]
AND-OR/OR-AND               13             2680
adder cells (fa/ha/maj)      5             1460
XOR/XNOR                     5              860
AND/OR/NAND/NOR              5              750
buffers and inverters        2              620
-- per-layer routing --
metal / wire length [µm] / global-route usage [%]
met5: 0 / 0
met3: 385 / 0.985
met4: 0 / 0.388
met1: 7190 / 24.2
met2: 6600 / 30.5
-- through the flow --
stage,setup slack (ps),utilization [%],hold slack (ps),area [µm²],power [mW]
detailed placement,1310,49.0,2600,8100,2.59
finish,1540,49.5,2710,8190,2.66
floorplan,2320,-,2200,6720,2.09
CTS,1540,49.5,2720,8190,2.71
global placement,1410,49.0,2600,8100,2.60
global route,797,49.5,2770,8190,3.00
-- placed cells by master (no fill, tap or decap), types with 24 or more instances in the layout --
master and count:
xnor2_1 62, inv_1 83, nor2b_1 24, and2_1 49, xor2_1 54, o21ai_0 39
a21oi_1 105, nor2_1 48, a21o_1 38, clkdlybuf4s50_1 113, nand2_1 108, ha_1 115
-- Yosys cell counts, drive strengths merged, types with 2 or more instances --
library cell	n	area (µm²)
nor2	48	180
a211o	4	37.5
xor2	54	473
nand4	4	25.0
o21bai	12	90.1
inv	83	312
o21a	2	15.0
nand3	4	20.0
a21oi	106	534
nor2b	24	150
o211ai	3	36.3
nor3	8	40.0
or2	7	43.8
and2	49	307
nand2b	10	62.6
a31oi	2	12.5
xnor2	62	543
a21o	38	285
nand2	108	405
o31ai	7	52.6
buf	3	18.8
nand3b	4	30.0
dfxtp	16	320
ha	115	1440
fa	15	300
mux2i	23	230
o21ai	49	260
or3	3	18.8
mux2	15	169
o31a	2	17.5
nor3b	12	90.1
clkbuf	11	41.3
a31o	2	17.5
-- kinds of logic after synthesis --
logic type / count (synthesis) / share of synthesized area [%]
adders and majority gates: 130 / 25.9
DFF: 16 / 4.76
xor gates and xnor gates: 116 / 15.1
buffers and inverters: 97 / 5.53
muxes: 38 / 5.94
and+or+nand+nor: 286 / 21.0
AOI/OAI and AO/OA: 236 / 21.8
-- worst max-delay path by stage --
| stage | endpoint | from |
|---|---|---|
| final | y[15]$_DFF_P_ | wt[31] |
| after CTS | y[15]$_DFF_P_ | ip[27] |
| after global routing | y[15]$_DFF_P_ | sx4[0] |
-- cell type report --
cell class	count	area, µm²
Timing Repair Buffer	117	1160
Tap cell	220	275
Sequential cell	16	320
Fill cell	1643	8340
Clock buffer	4	88.8
Multi-Input combinational cell	806	6030
Inverter	83	312
-- power groups by stage --
stage	logic, mW	registers, mW	clock network [mW]
5_1_grt	2.75	0.151	0.0920
4_1_cts	2.47	0.148	0.0881
6_report	2.43	0.147	0.0861
Power figures rest on the tool's default switching activity, not on a simulated workload.
